`flow/design.v`:
```
`timescale 1ps / 1ps
module wb_mux (
    input wire [32-1:0] alu_result,
    input wire [32-1:0] rdata,          
    input wire [32-1:0] pc_plus4,
    input wire [            1:0] wb_sel,         
    input wire                   reg_write_in,   
    input wire                   kill_wb,        
    input wire [            4:0] rd_in,          
    output reg  [32-1:0] rd_wdata,
    output wire                   reg_write_out,   
    output wire [            4:0] rd_out
);
  localparam reg [1:0] WB_ALU = 2'd0;
  localparam reg [1:0] WB_MEM = 2'd1;
  localparam reg [1:0] WB_PC4 = 2'd2;
  always @* begin
    case (wb_sel)
      WB_ALU:  rd_wdata = alu_result;
      WB_MEM:  rd_wdata = rdata;
      WB_PC4:  rd_wdata = pc_plus4;
      default: rd_wdata = {32{1'b0}};
    endcase
  end
  assign reg_write_out = reg_write_in && !kill_wb && (rd_in != 5'd0);
  assign rd_out        = rd_in;
endmodule
```
`flow/run.sh`:
```
#!/bin/bash
# OpenROAD 26Q1-2900-gdf79404cd8, Yosys 0.63+post, stock flow scripts
make -C /OpenROAD-flow-scripts/flow DESIGN_CONFIG=/design/flow/config.mk WORK_HOME=/design/flow/orfs finish
```
`flow/config.mk`:
```
export PLATFORM = sky130hd
export DESIGN_NAME = wb_mux
export DESIGN_NICKNAME = wb_mux
export VERILOG_FILES = /design/flow/design.v
export SDC_FILE = /design/flow/constraint.sdc
export NUM_CORES = 4
export LEC_CHECK = 1
export CORE_AREA = 10 10 77 77
export DIE_AREA = 0 0 87 87
export SYNTH_HDL_FRONTEND = slang
```
`flow/constraint.sdc`:
```
current_design wb_mux

set clk_period 3.4
set clk_io_pct 0.2

create_clock -name clk0 -period $clk_period

set non_clock_inputs [all_inputs -no_clocks]
set_input_delay [expr $clk_period * $clk_io_pct] -clock clk0 $non_clock_inputs
set_output_delay [expr $clk_period * $clk_io_pct] -clock clk0 [all_outputs]
```
==> results.txt <==
Summary of implementation figures.

Outcome
The run finished with clean final reports.

Layout
The post-layout instance area is 2230 um2. The area of the multi-input gates is 697 um2. In the final layout, the share of cells above drive strength 1 is 8.26%. The filler cells instantiated in the layout total 387. Counting the clock-network buffers in the layout gives 0. The finished layout reports a core utilization of 51.3%. The final layout contains a sequential cell count of 0. The sequential cells in the finished layout cover a total of 0 um2. The area added between synthesis and finish is 164%.

Placement
The congestion estimate from routability-driven global placement came to 0.812. STA on the placed design reports a worst setup slack of 0.504 ns. The number of buffer cells added on primary ports is 143. Per the detailed placement report, the placed cell area equals 2230 um2. Detailed placement ended at an HPWL of 4510 um.

Synth
The synthesized netlist has a Yosys-reported chip area of 845 um2. Counting the warning lines in the Yosys log gives 0. The synthesized area is 845 um2. The cell accounting for the most synthesized area is sky130_fd_sc_hd__mux2i_1.

A synthesized cell averages 9.82 um2. The main area contributors are sky130_fd_sc_hd__mux2i_1, sky130_fd_sc_hd__o2bb2ai_1, sky130_fd_sc_hd__o2bb2ai_2. The synthesized instance count is 86. The number of distinct standard cells referenced by the synthesized netlist is 12. The synth_stat.txt file lists the number of cells as 86. Summed over its instances, the top area cell type makes up 37.9% of the synthesized netlist area. After synthesis, flip-flops and latches occupy 0% of the total area.

Setup path
The worst path arrival time is 2.21 ns. The endpoint class of the critical path is an output port. The kind of launch point of the worst setup path is a primary input. The largest fanout of any net on the critical path is 17. Walking the worst path, the cells encountered are clkdlybuf4s50_1, nor2b_4, buf_4, o2bb2ai_1, clkdlybuf4s50_1. Looking at the setup timing report, the critical path kind is primary input to output port. The standard cell with the maximum stage delay on the critical path is sky130_fd_sc_hd__clkdlybuf4s50_1. The longest individual stage delay on the worst path is 0.50 ns. The worst setup path startpoint is wb_sel[0]. The data required time at the worst endpoint is 2.72 ns. In this design, the critical path's most frequently occurring cell is sky130_fd_sc_hd__clkdlybuf4s50_1.

Timing
The number of failing setup endpoints in the final timing report is 0. Setup repair after global routing left no endpoint under its margin. The worst-case setup margin in the final layout is 0.510 ns. The actual slew at the worst max-slew pin is 0.395 ns.

The hold violation count in the final report is 0. In the final timing run, aggregate negative setup slack is 0 ns. Measured against its own limit, the worst slew margin works out to 73.7%. The maximum operating frequency is 0.346 GHz. The final worst-path cycle share is 85.0%.

The final number of max-transition violations is 0. The minimum clock period after layout is 2.89 ns.

Power and ir drop
The script computed the net switching share of total power as 25.5%. In this run, flip-flops and latches consume 0% of the power. The flow reported a cell area power density of 121 nW/um2. The power report lists cell-internal power as 202 uW. The final power report lists total power as 271 uW. The clock network burns 0% of the power. The portion of total power attributed to combinational logic is 100.0%. IR analysis of the VDD net gives a maximum drop of 0.0000546 V. The script extracted a total leakage power of 0.000857 uW. The reported net switching power is 69.1 uW.

Floorplanning
The area of the core region is 4350 um2. The number of rows in the core area is 24. The height of the die is 87 um.

The area of the die is 7570 um2. In this run the horizontal extent of the chip is 87 um. According to the I/O placement log, the pin count is 143. The floorplan-stage core utilization is 19.4%.

Global routing
The first global-routing pass estimated 7160 um of wire. The number of global-route vias before repair was 1228. The number of antenna violations at the first check in global routing came to 0. The total overflow left after global routing is 0.

Entering global routing, the biggest net connects 33 pins. For this run, the total global-route usage over all layers was measured as 11.7%.

Min path
The startpoint of the worst hold path is rd_in[1]. The path category of the worst min-delay check is primary input to output port. The cell depth of the worst hold path is 2.

Flow run
The max-capacitance violation count is 0. The tally of OpenROAD warnings is 32.

Route
The detailed router's first-iteration violation count is 22. Wires add up to 5030 um. The count of nets left with antenna violations once routing finished came out at 0. In the routed netlist, the antenna diode instances number 0. The routed design shows a wire length per standard cell of 18.6 um. Across all layers, the routed design uses 1199 vias.

The detailed-routing iteration count for the pre-antenna-repair pass is 3. Dividing the detail-routed via count by the number of cells gives 4.44. For this run, design rule violations remaining after detail routing come to 0.

Clocking
For this design, the CTS-stage hold fixing added 0 buffers. The buffer count from post-CTS setup fixing is 0. The number of instances resized during post-cts repair is 0.
cell usage in the layout (no fill, tap or decap):
cell                              count
sky130_fd_sc_hd__mux2i_1             32
sky130_fd_sc_hd__buf_4                6
sky130_fd_sc_hd__o2bb2ai_1           22
sky130_fd_sc_hd__nor3_1               1
sky130_fd_sc_hd__nor2_1               1
sky130_fd_sc_hd__clkdlybuf4s50_1    142
sky130_fd_sc_hd__nor2b_4              1
sky130_fd_sc_hd__o2bb2ai_2           10
sky130_fd_sc_hd__a21oi_1              1
sky130_fd_sc_hd__buf_2                1
sky130_fd_sc_hd__nand2b_1             1
layout make-up:
cell class | count | area share, %
timing repair buffer | 149 | 65.9
multi-input combinational | 69 | 31.2
tap | 52 | 2.91
synth_stat cells:
cell and count:
sky130_fd_sc_hd__nor2_1 1, sky130_fd_sc_hd__buf_2 1, sky130_fd_sc_hd__a21oi_1 1, sky130_fd_sc_hd__clkbuf_1 2
sky130_fd_sc_hd__nor3_1 1, sky130_fd_sc_hd__buf_6 8, sky130_fd_sc_hd__nor2b_4 1, sky130_fd_sc_hd__o2bb2ai_2 10
sky130_fd_sc_hd__buf_4 6, sky130_fd_sc_hd__o2bb2ai_1 22, sky130_fd_sc_hd__mux2i_1 32, sky130_fd_sc_hd__nand2b_1 1
metal layers:
layer	vias up	track usage (%)	wire length, um
met5	-	0	0
met4	0	0.736	38
met3	2	3.87	486
met2	58	21.5	2690
met1	530	13.3	1810
li1	609	-	-
power by group through the flow:
stage,combinational [uW],sequential (uW),clock [uW]
after CTS,276,0,0
after global routing,291,0,0
final,271,0,0
per-stage QoR:
stage / instances / hold slack [ns]
2_1_floorplan: 86 / 1.42
3_3_place_gp: 270 / 2.20
3_5_place_dp: 270 / 2.20
4_1_cts: 270 / 2.20
5_1_grt: 270 / 2.21
6_report: 270 / 2.19
worst paths after layout:
path | end | slack [ns]
setup / recovery | rd_wdata[14] | 0.51
hold / removal | rd_out[1] | 2.19
logic make-up (layout without fill, tap and decap cells):
| logic type | after synthesis | after routing | synth area share, % |
|---|---|---|---|
| AND-OR/OR-AND | 33 | 33 | 41.2 |
| multiplexers | 32 | 32 | 37.9 |
| AND/OR/NAND/NOR | 4 | 4 | 3.41 |
| buffers and inverters | 17 | 149 | 17.5 |
critical path: cells and delay by family:
family          cells  cell delay (ns)
compound gates      1             0.15
buf+inv             3             1.23
simple gates        1             0.14
Power is estimated from default activity; no workload was simulated.
