===== design/flow/run.sh =====
#!/bin/bash
# OpenROAD 26Q1-2900-gdf79404cd8, Yosys 0.63+post, stock flow scripts
make -C /OpenROAD-flow-scripts/flow DESIGN_CONFIG=/design/flow/config.mk WORK_HOME=/design/flow/orfs finish

===== design/flow/constraint.sdc =====
current_design mux4

set clk_period 1.5
set clk_io_pct 0.2

create_clock -name clk0 -period $clk_period

set non_clock_inputs [all_inputs -no_clocks]
set_input_delay [expr $clk_period * $clk_io_pct] -clock clk0 $non_clock_inputs
set_output_delay [expr $clk_period * $clk_io_pct] -clock clk0 [all_outputs]

===== design/flow/config.mk =====
export PLATFORM = sky130hd
export DESIGN_NAME = mux4
export DESIGN_NICKNAME = mux4
export VERILOG_FILES = /design/flow/design.v
export SDC_FILE = /design/flow/constraint.sdc
export NUM_CORES = 4
export LEC_CHECK = 1
export CORE_AREA = 10 10 95 95
export DIE_AREA = 0 0 105 105
export SYNTH_HDL_FRONTEND = slang

===== design/flow/design.v =====
`timescale 1ns / 1ps
module mux4 #(
    parameter WIDTH = 32
) (
    input  wire [WIDTH-1:0] a,
    input  wire [WIDTH-1:0] b,
    input  wire [WIDTH-1:0] c,
    input  wire [WIDTH-1:0] d,
    input  wire [      1:0] sel,
    output wire [WIDTH-1:0] y
);
  assign y = (sel == 2'b00) ? a :
               (sel == 2'b01) ? b :
               (sel == 2'b10) ? c :
               (sel == 2'b11) ? d :
               {WIDTH{1'b0}};
endmodule

==> out/qor.csv <==
stage;metric;value;unit
status;status;finished, violations left;
status;violations;negative setup slack;
routing;wl_per_cell;22.7;um
die;chipArea;11000;um2
timing;max_freq;628;MHz
power_and_ir_drop;power.share.clock;0;
critical_path;arrival;1.29;ns
placed_design;portBuffers;162;
run;tool_warnings;34;
routing;via_per_inst;4.11;
timing;rsz0062_at_grt;true;
grt;grtUsageTotal;0.118;
grt;first_global_vias;1530;
critical_path;startpoint_type;primary input;
timing;tightestPinTransition;0.158;ns
die;core_area;6910;um2
routing;firstDrtPassIters;4;
timing;period_used_share;1.06;
critical_path;cp-end-kind;output pin;
placed_design;routabilityCongestion;0.863;
final_layout;ff_latch_area;0;um2
timing;slew_headroom;0.896;
yosys;ys_chip_area;815;um2
routing;wl;6850;um
placed_design;dp_hpwl;6110;um
routing;vias;1236;
power_and_ir_drop;ir_drop;0.000121;V
die;ios;162;
yosys;yosys_cells;39;
routing;drc_errors;0;
timing;worst_slack;-0.0920;ns
final_layout;drive_above_1_share;0.376;
timing;setup_viol;8;
critical_path;crit_required;1.20;ns
timing;hold_ws;1.09;ns
power_and_ir_drop;p_seq_frac;0;
routing;diodes;0;
final_layout;syn_to_final_growth;188;%
power_and_ir_drop;finalPower;0.578;mW
routing;drt_iter0_markers;10;
die;rows;30;
power_and_ir_drop;powerDensity;247;nW/um2
grt;grt_first_pass_wirelength;9940;um
critical_path;worstSetupPathType;primary input to output pin;
timing;finalCriticalPeriod;1.59;ns
timing;slew_violations;0;
hold_path;min_path_type;primary input to output pin;
yosys;syn-cell-area;815;um2
yosys;synthDistinctLibCells;5;
yosys;syn-instance-count;39;
critical_path;path_max_fanout;1;
power_and_ir_drop;switching_power;0.160;mW
grt;grt-ovfl-total;0;
yosys;synth.avg_cell_area;20.9;um2
yosys;ys_seq_frac;0;
grt;grt_max_degree;17;
power_and_ir_drop;p_leak;1.11;nW
final_layout;flop-count;0;
power_and_ir_drop;p_sw_frac;0.278;
routing;ant_nets;0;
yosys;yosysWarnings;0;
run;maxCapViolations;0;
timing;timing.final.hold_violations;0;
die;die_w;105;um
die;fp_util;0.118;
power_and_ir_drop;p_comb_frac;1.000;
timing;setup_tns;-0.519;ns
final_layout;clkbuf_count;0;
grt;grt_antenna_before_repair;0;
power_and_ir_drop;p_int;0.418;mW
die;die_h;105;um
-- placed cells by master, fill, tap and decap left out --
master           Yosys  final
buf_2                3     30
clkdlybuf4s50_1      0      2
buf_12               3      4
mux4_2              30     32
buf_8                0      1
buf_4                0      3
dlygate4sd2_1        0    126
buf_6                1      5
buf_16               0      2
-- kinds of logic (layout without fill, tap and decap cells) --
logic type | after synthesis | in the layout | synth area share
mux | 32 | 32 | 0.894
buf+inv | 7 | 173 | 0.106
-- path summary, 6_finish.rpt --
| path | from | end | cells past startpoint |
|---|---|---|---|
| worst max-delay path | a[21] | y[21] | 3 |
| worst min-delay path | a[23] | y[23] | 3 |
-- per-layer routing --
layer / part of all wire / GRT usage / vias up
met5: 0 / 0 / -
met4: 0 / 0 / 0
met3: 0.10 / 0.0491 / 0
met2: 0.51 / 0.214 / 96
met1: 0.39 / 0.134 / 602
li1: - / - / 538
-- power by group through the flow --
stage | clock, mW | combinational [mW] | sequential [mW]
after CTS | 0 | 0.594 | 0
after global routing | 0 | 0.626 | 0
final | 0 | 0.578 | 0
-- stage by stage --
stage / cell area [um2] / setup slack, ns / utilization / cells
after floorplan: 815 / 0.183 / - / 39
after global placement: 2520 / -0.641 / 0.366 / 293
after detailed placement: 2520 / -0.635 / 0.366 / 293
after CTS: 2340 / -0.0948 / 0.339 / 301
after global routing: 2340 / -0.117 / 0.339 / 301
final: 2340 / -0.0920 / 0.339 / 301
-- area by class of cell --
type               instances  area [um2]
fillers                  768        4560
repair buffers           173        1500
multi-input cells         32         721
well taps                 96         120
-- worst max-delay path, stage by stage --
cell and delay (ns):
clkdlybuf4s50_1 0.39, mux4_2 0.47, buf_2 0.14
-- Yosys cell counts --
master / count / area share
buf_12: 3 / 0.074
buf_2: 3 / 0.018
buf_6: 1 / 0.014
mux4_1: 2 / 0.065
mux4_2: 30 / 0.83
-- what timing repair did --
item / 4_1_cts / 5_1_grt
buffers inserted: 6 / 0
setup endpoints to repair: 32 / 24
gates resized: 247 / 0
gates cloned: 2 / 0
hold buffers: 0 / 0
No activity file was given, so power comes from the tool's default toggle rates.
