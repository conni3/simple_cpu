[flow/run.sh]
#!/bin/bash
# OpenROAD 26Q1-2900-gdf79404cd8, Yosys 0.63+post, stock flow scripts
make -C /OpenROAD-flow-scripts/flow DESIGN_CONFIG=/design/flow/config.mk WORK_HOME=/design/flow/orfs finish
[flow/config.mk]
export PLATFORM = sky130hd
export DESIGN_NAME = mux2
export DESIGN_NICKNAME = mux2
export VERILOG_FILES = /design/flow/design.v
export SDC_FILE = /design/flow/constraint.sdc
export NUM_CORES = 4
export LEC_CHECK = 1
export CORE_AREA = 10 10 70 70
export DIE_AREA = 0 0 80 80
export SYNTH_HDL_FRONTEND = slang
[flow/constraint.sdc]
current_design mux2

set clk_period 1.0
set clk_io_pct 0.2

create_clock -name clk0 -period $clk_period

set non_clock_inputs [all_inputs -no_clocks]
set_input_delay [expr $clk_period * $clk_io_pct] -clock clk0 $non_clock_inputs
set_output_delay [expr $clk_period * $clk_io_pct] -clock clk0 [all_outputs]
[flow/design.v]
`timescale 1ns / 1ps
module mux2 #(
    parameter WIDTH = 32
) (
    input  wire [WIDTH-1:0] a,
    input  wire [WIDTH-1:0] b,
    input  wire             sel,
    output wire [WIDTH-1:0] y
);
  assign y = sel ? b : a;
endmodule
==> metrics.sh <==
SYNTH_STAT.CELLS=36
WORSTHOLDPATHCELLS=3
FMAXACHIEVABLE_MHz=908.5
DRIVE_GT1_FRAC=0.5259
DETAILROUTE.VIA_COUNT=720
DIE-HEIGHT_UM=80
SYNTH_SEQ_SHARE=0
DRT-INITIAL-DRC-COUNT=3
POWER_DENSITY_nW_PER_UM2=393.6
FLOORPLAN.CORE_AREA_SQ_UM=3416
STARTPOINT='sel'
YOSYS_WARNINGS=0
POST_SYNTH_INSTANCE_AREA_SQ_UM=544.3
DETAILEDPLACEMENTHPWL_UM=2408
POST_SYNTH.CELL_AREA_AVG_SQ_UM=15.12
MINIMUM_PERIOD_IMPLIED_BY_THE_FINAL_WORST_SETUP_SLACK_PS=1101
SYNTHTOLAYOUTAREAGROWTH_PCT=187.6
LAYOUT.AREA.SEQ_SQ_UM=0
DESIGN.SEQ.COUNT=0
FINALCOREUTILIZATION=0.4582
INSERTEDDIODECOUNT=0
WORST-SETUP-PATH-TYPE='input pin to output pin'
FP_UTIL=0.1593
MAXCAPVIOLATIONS=0
DETAILEDROUTE.FIRSTPASSITERATIONCOUNT=2
TRACK_USAGE=0.08289
FINAL_CRITICAL_PATH_SETUP_SLACK_PS=-100.8
CP_MAX_FANOUT=6
GP_CONGESTION=0.7597
PLACED_CELLS_INCL_TAPS=177
STATUS='finished, violations left'
NUMBER_OF_PINS_WITH_NEGATIVE_MAX_SLEW_SLACK_IN_THE_FINAL_REPORT=0
FLOORPLAN.DIE_AREA_SQ_UM=6400
REMAINING_GLOBAL_ROUTE_OVERFLOW=0
FINAL-HOLD-VIOLATION-COUNT=0
ROUTE.DETAILED.WL_PER_INST_UM=16.14
FLOORPLAN.DIE.WIDTH_UM=80
BOUNDARYPINS=97
NCLKBUFFERS=0
CRITICAL_PATH.ENDPOINT='y[26]'
TOTAL_POWER_uW=616.1
NETLIST.TOP_CELL.BY_AREA='mux2_4'
GRT_PASS1_WL_UM=4305
FAILED_CHECKS='setup timing'
TIMING_WORST_SLEW_PIN_VALUE_PS=99.16
ROUTE.ANTENNA.REMAINING_NETS=0
YS_AREA_SQ_UM=544.3
VIAS_PER_CELL=3.978
PERIOD_UTILIZATION=1.101
WORST_SLACK_PLACED_PS=-496.1
MIN-DELAY-PATH-CLASS='input pin to output pin'
DRCVIOLATIONCOUNT=0
CRITICAL_PATH_ARRIVAL_PS=900
CP_DATA_REQUIRED_TIME_PS=800
FINALSETUPVIOLCOUNT=32
MAXIMUM_VDD_DROP_V=0.0001853
MAX_SLEW_MARGIN=0.9339
FINISH.CELL_COUNT_WITHOUT_FILLERS=181
GRT_ANTENNA_BEFORE_REPAIR=0
KIND_OF_END_POINT_OF_THE_CRITICAL_PATH='output pin'
RSZ_0062_RAISED_AFTER_GLOBAL_ROUTING='yes'
IO_BUFFER_COUNT=97
DETAIL_ROUTE.WIRELENGTH_UM=2922
FINALHOLDWORSTSLACK_PS=794.2
GRT_MAX_DEGREE=10
LEAKAGE_nW=0.8516
SYNTHCELLS=36
WARNING_COUNT=34
POST_SYNTH_NUM_CELL_TYPES=4
ROW_COUNT=21
AREA_LEADERS='mux2_4 83%, buf_12 11%, mux2_2 4.1%'
TOP_AREA_FRAC=0.8276
POST_CTS_HOLD_BUFFER_COUNT=0
GRT_PASS1_VIAS=811
STARTPOINT_TYPE='input pin'
Yosys cell counts:
| master | number |
|---|---|
| mux2_2 | 2 |
| buf_12 | 3 |
| mux2_4 | 30 |
| buf_6 | 1 |
worst max-delay path, stage by stage:
cell and delay, ps:
buf_16 130, clkbuf_16 160, mux2_4 300, buf_6 110
kinds of logic (layout without fill, tap and decap cells):
family / count (synthesis) / after routing / share of synthesized area
buffers and inverters: 4 / 103 / 0.1310
multiplexers: 32 / 32 / 0.8690
final cells by class:
type	count	area, sq um
fillers	335	1851
multi-input cells	32	480.5
well taps	46	57.56
repair buffers	103	1027
power breakdown:
group	total (mW)	switching, mW	leakage (nW)	internal [mW]
registers	0	0	0	0
logic	0.616	0.138	0.852	0.478
clock network	0	0	0	0
total	0.616	0.138	0.852	0.478
timing repair:
item                                    4_1_cts  5_1_grt
endpoints found under the setup margin       32       32
gates resized                               186        6
cloned                                        3        1
setup buffers                                 0        0
per-stage QoR:
stage	TNS (ps)	area [sq um]
after detailed placement	-15300	1536
after CTS	-2586	1501
after floorplan	0	544.3
after global routing	-3262	1565
after global placement	-15260	1536
final	-2638	1565
worst min-delay path by stage:
| stage | start | endpoint | slack [ps] |
|---|---|---|---|
| after CTS | a[30] | y[30] | 800 |
| after global routing | a[10] | y[10] | 810 |
| final | a[25] | y[25] | 790 |
metal layers:
layer,GRT usage,up-vias,part of all wire,wire (um)
met5,0,-,0,0
met1,0.1055,323,0.41,1188
li1,-,342,-,-
met2,0.1388,53,0.49,1432
met3,0.02500,2,0.095,278
met4,0.007042,0,0.0072,21
placed cells by master, fill, tap and decap left out, drive strengths merged:
cell type | synthesis | layout
dlygate4sd2 | 0 | 64
buf | 4 | 38
clkbuf | 0 | 1
mux2 | 32 | 32
Power and IR drop assume default switching activity.
